### ./config.mk
export PLATFORM = sky130hd
export DESIGN_NAME = paddle
export DESIGN_NICKNAME = paddle
export VERILOG_FILES = /design/flow/design.v
export SDC_FILE = /design/flow/constraint.sdc
export NUM_CORES = 4
export LEC_CHECK = 1
export CORE_UTILIZATION = 50
### ./constraint.sdc
current_design paddle

set clk_period 5.6
set clk_io_pct 0.2

create_clock -name clk0 -period $clk_period [get_ports {clk_1ms}]

set non_clock_inputs [all_inputs -no_clocks]
set_input_delay [expr $clk_period * $clk_io_pct] -clock clk0 $non_clock_inputs
set_output_delay [expr $clk_period * $clk_io_pct] -clock clk0 [all_outputs]
### ./design.v
module paddle(
	input clk_1ms,reset, 
	input button, button1, button2, button3,
	input [9:0] x, y,
	output paddle1_on,paddle2_on,
	output [11:0] rgb_paddle1, rgb_paddle2,
	output reg [9:0] x_paddle1 = L_position + (paddlewidth/2),
	output reg [9:0] y_paddle1 = V_active/2,
	output reg [9:0] x_paddle2 = H_active-(R_position + (paddlewidth/2)),
	output reg [9:0] y_paddle2 = V_active/2
	);
	localparam H_active = 640;
	localparam V_active = 480;
	localparam paddlewidth = 16;
	localparam paddleheight = 80;
	localparam L_position = 20;
	localparam R_position = 20;
	always @ (posedge clk_1ms)
	begin
		if(!reset)
		begin	
			x_paddle1 <= L_position + (paddlewidth/2);
			y_paddle1 <= V_active/2;
		end
		else if (!button && y_paddle1-(paddleheight/2) > 0)
			y_paddle1 <= y_paddle1-1;
		else if (!button1 && y_paddle1+(paddleheight/2) < V_active)
			y_paddle1 <= y_paddle1+1;
		else y_paddle1 <= y_paddle1;
	end
	assign paddle1_on = (x >= x_paddle1-(paddlewidth/2) && x <= x_paddle1+(paddlewidth/2) && y >= y_paddle1-(paddleheight/2) && y < y_paddle1+(paddleheight/2))?1:0;
	assign rgb_paddle1 = 12'b111100000000; 
	always @ (posedge clk_1ms)
	begin
		if(!reset)
		begin	
			x_paddle2 <= H_active-(R_position + (paddlewidth/2));
			y_paddle2 <= V_active/2;
		end
		else if (!button2 && y_paddle2-(paddleheight/2) > 0)
			y_paddle2 <= y_paddle2-1;
		else if (!button3 && y_paddle2+(paddleheight/2) < V_active )
			y_paddle2 <= y_paddle2+1;
		else y_paddle2 <= y_paddle2;
	end
	assign paddle2_on = (x >= x_paddle2-(paddlewidth/2) && x <= x_paddle2+(paddlewidth/2) && y >= y_paddle2-(paddleheight/2) && y < y_paddle2+(paddleheight/2))?1:0;
	assign rgb_paddle2 = 12'b000000001111;  
endmodule
### ./run.sh
#!/bin/bash
# OpenROAD 26Q1-2900-gdf79404cd8, Yosys 0.63+post, stock flow scripts
make -C /OpenROAD-flow-scripts/flow DESIGN_CONFIG=/design/flow/config.mk WORK_HOME=/design/flow/orfs finish
==> results.json <==
{
  "grt_setup_unrepaired": "no",
  "finalWirelength_mm": 6.75,
  "pin_count": 92,
  "max_slew_margin_pct": 52.4,
  "htreeDepth": 1,
  "viasPerCell": 5.34,
  "async_flop_share_pct": 0,
  "post_route_cells_drive_above_1_share_pct": 3.35,
  "root_buffer": "clkbuf_8",
  "synth.avg_cell_area_um2": 7.85,
  "worst_setup_path_end_kind": "output port",
  "ys_warn_count": 1,
  "synthTopLogicFamily": "AND-OR/OR-AND gates",
  "cts.hold.buffers_added": 0,
  "fp.dieH_um": 82.3,
  "whs_ns": 0.557,
  "outcome": "completed",
  "wl_per_cell_um": 12.9,
  "clockBufferDepth": 2,
  "grt_max_degree": 16,
  "cp.required_ns": 4.48,
  "fin_crit_sh_pct": 80.3,
  "clock_sink_count": 20,
  "drtPass1Iterations": 4,
  "fa_ha_area_share_pct": 21.4,
  "crit_arrival_ns": 3.38,
  "crit_fanout": 2,
  "startpoint_type": "primary input",
  "area_growth_syn_to_layout_pct": 12.2,
  "vias": 2791,
  "ys_ff": 20,
  "xor_share_pct": 8.69,
  "ys.flop_type": "dfxtp_1",
  "ir_worst_vdd_v": 0.000248,
  "cts_tree": "done",
  "grt_pass1_wl_mm": 10.8,
  "tightest_slew_ns": 0.714,
  "core_util_floorplan_pct": 53.2,
  "n_antenna_cell": 0,
  "fmax_mhz": 222,
  "cts_resized": 0,
  "synthCells": 411,
  "antenna_found_initial": 0,
  "fin_util_pct": 59.7,
  "fin_setup_tns_ns": 0,
  "first_iter_violations": 69,
  "clkSlewWorstSetupHoldPaths_ns": 0.07,
  "remaining_drc_errors": 0,
  "pre_cts_ws_ns": 1.11,
  "synth_top_area_share_pct": 20.2,
  "row_count": 28,
  "gr-total-overflow": 0,
  "first_global_vias": 2392,
  "drv_slew": 0,
  "ys_cells": 411,
  "chipArea_mm2": 0.00678,
  "warnings": 31,
  "track_usage_pct": 20.8,
  "place_area_mm2": 0.00355,
  "yosys_area_mm2": 0.00323,
  "top_cell": "ha_1",
  "p_per_area_mw_per_mm2": 479,
  "coreArea_mm2": 0.00606,
  "setup_viol": 0,
  "hold_viol": 0,
  "skew_ns": 0.00174,
  "area_leaders": "ha_1, dfxtp_1, buf_4",
  "portBuffers": 47,
  "ys_types": 59,
  "hp-class": "register to register",
  "die_w_um": 82.3,
  "top_area_cell": "ha_1",
  "ant_nets": 0,
  "edf_count": 0,
  "fin_ws_ns": 1.10,
  "cts_buffers": 3,
  "common_cells": "ha_1, buf_4, nor2_1",
  "dp_hpwl_mm": 5.41,
  "synth_seq_share_pct": 12.4,
  "min_period_ns": 4.50,
  "ys_sh_mux_pct": 2.17,
  "worstSetupPathType": "primary input to output port",
  "design_area_mm2": 0.00362,
  "insertion_delay_ns": 0.26,
  "p_leak_uw": 0.00156,
  "place.gp.congestion": 0.828,
  "cap_violations": 0,
  "syn_area_mm2": 0.00323,
  "ys_sh_aoi_pct": 23.0,
  "postCtsSetupBuffers": 0,
  "simple_gate_area_share_pct": 17.6
}
[report_power, final]
part | leakage (uW) | switching, uW | internal [uW] | total (uW)
clock network | 0.0000357 | 47.5 | 95.4 | 143
logic | 0.00136 | 592 | 627 | 1220
registers | 0.000166 | 167 | 203 | 370
total | 0.00156 | 807 | 926 | 1730
[area by class of cell]
cell class,count,area [um^2]
multi-input cells,359,2520
flip-flops and latches,20,400
well taps,75,93.8
clock inverters,1,30.0
inverters,18,67.6
clock buffers,3,41.3
fillers,547,2440
repair buffers,47,470
[registers in the layout, indices dropped and copies added, names as in the netlist]
name,cells
y_paddle1,10
y_paddle2,10
[kinds of logic after synthesis]
logic type,after synthesis
buffers and inverters,74
multiplexers,7
AND/OR/NAND/NOR,114
flip-flops,20
XOR/XNOR,32
adder cells (fa/ha/maj),54
other,2
AND-OR/OR-AND,108
[metrics by stage]
| stage | cells | total power, uW |
|---|---|---|
| after global routing | 523 | 1960 |
| after detailed placement | 519 | 1590 |
| after global placement | 519 | 1580 |
| final | 523 | 1730 |
| after floorplan | 453 | 1280 |
| after CTS | 523 | 1750 |
[critical path, stage by stage]
cell and delay [ns]:
clkdlybuf4s50_1 0.46, ha_1 0.32, nor2b_1 0.13, o21ai_0 0.15, nand2b_1 0.07, a21oi_1 0.16
o21ai_0 0.10, a21o_1 0.17, a211oi_1 0.22, clkdlybuf4s50_1 0.49
[layer usage]
layer  global-route usage, %  wire (um)  up-vias
met4                    2.28         85        0
met1                    31.2       3550     1228
met3                    1.23        332        7
met5                       0          0        -
met2                    33.9       2780       80
li1                        -          -     1476
[placed cells by master (no fill, tap or decap), types with 3 or more instances in the layout]
master / Yosys / final
nand3b_1: 4 / 4
conb_1: 2 / 44
o21ai_0: 24 / 24
dfxtp_1: 20 / 20
clkbuf_8: 0 / 3
o2111ai_1: 3 / 3
nor2_1: 33 / 33
xor2_1: 19 / 19
nor3_1: 8 / 8
o21a_1: 8 / 8
inv_1: 16 / 16
o211ai_1: 13 / 13
nand2b_1: 6 / 6
nand3_1: 11 / 11
nor2b_1: 7 / 7
a41oi_1: 3 / 3
clkdlybuf4s50_1: 0 / 47
a21oi_1: 20 / 20
mux2i_1: 7 / 7
nor4_1: 3 / 3
xnor2_1: 13 / 13
ha_1: 52 / 52
a211oi_1: 7 / 7
nor3b_1: 3 / 3
a21o_1: 5 / 5
nand2_1: 28 / 28
[path summary, 6_finish.rpt]
check / start / to / slack, ns / cells past startpoint
worst max-delay path: y[1] / paddle2_on / 1.10 / 10
worst min-delay path: y_paddle2[2] / y_paddle2[2] / 0.56 / 2
worst max register to register: y_paddle2[3] / y_paddle2[9] / 1.88 / 15
worst min register to register: y_paddle2[2] / y_paddle2[2] / 0.56 / 2
Power is estimated from default activity; no workload was simulated.
