File: /design/flow/design.v
`timescale 1ns / 1ps
module vga_controller_640_60 (rst,pixel_clk,HS,VS,hcounter,vcounter,blank);
	input rst, pixel_clk;	 
	output reg HS, VS, blank;	 
	output reg [10:0] hcounter, vcounter;	 
	parameter HMAX = 800; 	 
	parameter VMAX = 525; 	 
	parameter HLINES = 640;	 
	parameter HFP = 648; 	 
	parameter HSP = 744; 	 
	parameter VLINES = 480;	 
	parameter VFP = 482; 	 
	parameter VSP = 484; 	 
	parameter SPP = 0;		 
	wire video_enable;	 
	always@(posedge pixel_clk)begin
		blank <= ~video_enable; 
	end
	always@(posedge pixel_clk)begin
		if(rst == 1) hcounter <= 0;
		else if (hcounter == HMAX) hcounter <= 0;
		else hcounter <= hcounter + 1'b1;
	end
	always@(posedge pixel_clk)begin
		if(rst == 1) vcounter <=0;
		else if(hcounter == HMAX) begin
			if(vcounter == VMAX) vcounter <= 0;
			else vcounter <= vcounter + 1'b1; 
		end
	end
	always@(posedge pixel_clk)begin
		if(hcounter >= HFP && hcounter < HSP) HS <= SPP;
		else HS <= ~SPP; 
	end
	always@(posedge pixel_clk)begin
		if(vcounter >= VFP && vcounter < VSP) VS <= SPP;
		else VS <= ~SPP; 
	end
	assign video_enable = (hcounter < HLINES && vcounter < VLINES) ? 1'b1 : 1'b0;
endmodule
`timescale 1ns / 1ps
module vga_display(R, G, B, HS, VS, 
							rst, clk, invis_switch, count_0, count_1, 
								ball_x, ball_y, score0, score1, winner, paddlewidth);
	input rst;	 
	input clk;	 
	input [3:0] score0;
	input [3:0] score1;
	input [1:0] winner;
	input [5:0] paddlewidth;
	input invis_switch; 
	input [8:0] count_0, count_1;
	output reg [2:0] R, G;
	output reg [1:0] B;
	output HS;
	output VS;
	input [9:0] ball_x;
	input [8:0] ball_y;
	wire [10:0] hcount, vcount;	 
	wire blank;	 
	wire paddle_0;	 
	wire paddle_1;
	wire ball;
	wire frame_t, frame_b;
	parameter N = 2;	 
	reg clk_25Mhz;
	reg [N-1:0] count;
	always @ (posedge clk) begin
		count <= count + 1'b1;
		clk_25Mhz <= count[N-1];
	end
	vga_controller_640_60 vc(
		.rst(rst), 
		.pixel_clk(clk_25Mhz), 
		.HS(HS), 
		.VS(VS), 
		.hcounter(hcount), 
		.vcounter(vcount), 
		.blank(blank));
	reg [9:0] ssd_0_offset_x = 10;
	reg [9:0] ssd_0_offset_y = 20;
	reg num_0_A = 0;
	reg num_0_B = 0;
	reg num_0_C = 0;
	reg num_0_D = 0;
	reg num_0_E = 0;
	reg num_0_F = 0;
	reg num_0_G = 0;
	reg [6:0] num_0_all = 0;
	reg [9:0] ssd_w_offset_x = 150;
	reg [9:0] ssd_w_offset_y = 230;
	reg [9:0] ssd_i_offset_x = 180;
	reg [9:0] ssd_i_offset_y = 230;
	reg [9:0] ssd_n_offset_x = 190;
	reg [9:0] ssd_n_offset_y = 230;
	reg [9:0] ssd_1_offset_x = 620;
	reg [9:0] ssd_1_offset_y = 20;
	reg num_1_A = 0;
	reg num_1_B = 0;
	reg num_1_C = 0;
	reg num_1_D = 0;
	reg num_1_E = 0;
	reg num_1_F = 0;
	reg num_1_G = 0;
	reg [6:0] num_1_all = 0;
	wire ssd_0_A, ssd_0_B, ssd_0_C, ssd_0_D, ssd_0_E, ssd_0_F, ssd_0_G;
	wire ssd_w_1;
	wire ssd_w_2;
	wire ssd_w_3;
	wire ssd_w_4;
	wire ssd_i_1;
	wire ssd_n_1;
	wire ssd_n_2;
	wire ssd_n_3;	
	wire ssd_1_A, ssd_1_B, ssd_1_C, ssd_1_D, ssd_1_E, ssd_1_F, ssd_1_G;
	assign paddle_0 = ~blank & (hcount >= 30 & hcount <= 40 & vcount >= count_0 & vcount <= count_0 + paddlewidth);
	assign paddle_1 = ~blank & (hcount >= 600 & hcount <= 610 & vcount >= count_1 & vcount <= count_1 + paddlewidth);
	assign ball = ~blank & (hcount >= ball_x & hcount <= ball_x + 8 & vcount >= ball_y & vcount <= ball_y + 8);
	assign frame_t = ~blank & (hcount >= 0 & hcount <= 640 & vcount >= 0 & vcount <= 10);
	assign frame_b = ~blank & (hcount >= 0 & hcount <= 640 & vcount >= 470 & vcount <= 480);
	assign ssd_0_A = ~blank & (hcount >= ssd_0_offset_x & hcount <= ssd_0_offset_x + 12 & vcount >= ssd_0_offset_y & vcount <= ssd_0_offset_y + 3) & ~num_0_A;
	assign ssd_0_B = ~blank & (hcount >= ssd_0_offset_x + 9 & hcount <= ssd_0_offset_x + 12 & vcount >= ssd_0_offset_y & vcount <= ssd_0_offset_y + 10) & ~num_0_B;
	assign ssd_0_C = ~blank & (hcount >= ssd_0_offset_x + 9 & hcount <= ssd_0_offset_x + 12 & vcount >= ssd_0_offset_y + 10 & vcount <= ssd_0_offset_y + 20) & ~num_0_C;
	assign ssd_0_D = ~blank & (hcount >= ssd_0_offset_x & hcount <= ssd_0_offset_x + 12 & vcount >= ssd_0_offset_y + 17 & vcount <= ssd_0_offset_y + 20) & ~num_0_D;
	assign ssd_0_E = ~blank & (hcount >= ssd_0_offset_x & hcount <= ssd_0_offset_x + 3 & vcount >= ssd_0_offset_y + 10 & vcount <= ssd_0_offset_y + 20) & ~num_0_E;
	assign ssd_0_F = ~blank & (hcount >= ssd_0_offset_x & hcount <= ssd_0_offset_x + 3 & vcount >= ssd_0_offset_y & vcount <= ssd_0_offset_y + 10) & ~num_0_F;
	assign ssd_0_G = ~blank & (hcount >= ssd_0_offset_x & hcount <= ssd_0_offset_x + 12 & vcount >= ssd_0_offset_y + 9 & vcount <= ssd_0_offset_y + 12) & ~num_0_G;
	assign ssd_1_A = ~blank & (hcount >= ssd_1_offset_x & hcount <= ssd_1_offset_x + 12 & vcount >= ssd_1_offset_y & vcount <= ssd_1_offset_y + 3) & ~num_1_A;
	assign ssd_1_B = ~blank & (hcount >= ssd_1_offset_x + 9 & hcount <= ssd_1_offset_x + 12 & vcount >= ssd_1_offset_y & vcount <= ssd_1_offset_y + 10) & ~num_1_B;
	assign ssd_1_C = ~blank & (hcount >= ssd_1_offset_x + 9 & hcount <= ssd_1_offset_x + 12 & vcount >= ssd_1_offset_y + 10 & vcount <= ssd_1_offset_y + 20) & ~num_1_C;
	assign ssd_1_D = ~blank & (hcount >= ssd_1_offset_x & hcount <= ssd_1_offset_x + 12 & vcount >= ssd_1_offset_y + 17 & vcount <= ssd_1_offset_y + 20) & ~num_1_D;
	assign ssd_1_E = ~blank & (hcount >= ssd_1_offset_x & hcount <= ssd_1_offset_x + 3 & vcount >= ssd_1_offset_y + 10 & vcount <= ssd_1_offset_y + 20) & ~num_1_E;
	assign ssd_1_F = ~blank & (hcount >= ssd_1_offset_x & hcount <= ssd_1_offset_x + 3 & vcount >= ssd_1_offset_y & vcount <= ssd_1_offset_y + 10) & ~num_1_F;
	assign ssd_1_G = ~blank & (hcount >= ssd_1_offset_x & hcount <= ssd_1_offset_x + 12 & vcount >= ssd_1_offset_y + 9 & vcount <= ssd_1_offset_y + 12) & ~num_1_G;
	assign ssd_w_1 = (winner != 2'b0) & ~blank & (hcount >= ssd_w_offset_x & hcount <= ssd_w_offset_x + 5 & vcount >= ssd_w_offset_y & vcount <= ssd_w_offset_y + 26);
	assign ssd_w_2 = (winner != 2'b0) & ~blank & (hcount >= ssd_w_offset_x + 5 & hcount <= ssd_w_offset_x + 13 & vcount >= (-1 * hcount + ssd_w_offset_y + ssd_w_offset_x + 26) & vcount <= (-1 * hcount + ssd_w_offset_y + ssd_w_offset_x + 26 + 5));
	assign ssd_w_3 = (winner != 2'b0) & ~blank & (hcount >= ssd_w_offset_x + 13 & hcount <= ssd_w_offset_x + 21 & vcount >= (1 * hcount + ssd_w_offset_y - ssd_w_offset_x) & vcount <= (1 * hcount + ssd_w_offset_y - ssd_w_offset_x + 5));
	assign ssd_w_4 = (winner != 2'b0) & ~blank & (hcount >= ssd_w_offset_x + 21 & hcount <= ssd_w_offset_x + 26 & vcount >= ssd_w_offset_y & vcount <= ssd_w_offset_y + 26);
	assign ssd_i_1 = (winner != 2'b0) & ~blank & (hcount >= ssd_i_offset_x & hcount <= ssd_i_offset_x + 5 & vcount >= ssd_i_offset_y & vcount <= ssd_i_offset_y + 26);
	assign ssd_n_1 = (winner != 2'b0) & ~blank & (hcount >= ssd_n_offset_x & hcount <= ssd_n_offset_x + 5 & vcount >= ssd_n_offset_y & vcount <= ssd_n_offset_y + 26);
	assign ssd_n_2 = (winner != 2'b0) & ~blank & (hcount >= ssd_n_offset_x + 5 & hcount <= ssd_n_offset_x + 21 & vcount >= (1 * hcount + ssd_n_offset_y - ssd_n_offset_x - 5) & vcount <= (1 * hcount + ssd_n_offset_y - ssd_n_offset_x + 5));
	assign ssd_n_3 = (winner != 2'b0) & ~blank & (hcount >= ssd_n_offset_x + 21 & hcount <= ssd_n_offset_x + 26 & vcount >= ssd_n_offset_y & vcount <= ssd_n_offset_y + 26);
	always @ (posedge clk) begin
		case (score0)
			4'b0000: num_0_all = 7'b0000001;
			4'b0001: num_0_all = 7'b1001111;
			4'b0010: num_0_all = 7'b0010010;
			4'b0011: num_0_all = 7'b0000110;
			4'b0100: num_0_all = 7'b1001100;
			4'b0101: num_0_all = 7'b0100100;
			4'b0110: num_0_all = 7'b0100000;
			4'b0111: num_0_all = 7'b0001111;		
			4'b1000: num_0_all = 7'b0000000;
			4'b1001: num_0_all = 7'b0000100;
			default num_0_all = 7'b0000001;
		endcase
		case (score1)
			4'b0000: num_1_all = 7'b0000001;
			4'b0001: num_1_all = 7'b1001111;
			4'b0010: num_1_all = 7'b0010010;
			4'b0011: num_1_all = 7'b0000110;
			4'b0100: num_1_all = 7'b1001100;
			4'b0101: num_1_all = 7'b0100100;
			4'b0110: num_1_all = 7'b0100000;
			4'b0111: num_1_all = 7'b0001111;		
			4'b1000: num_1_all = 7'b0000000;
			4'b1001: num_1_all = 7'b0000100;
			default num_1_all = 7'b0000001;
		endcase
		num_0_A = num_0_all[6];
		num_0_B = num_0_all[5];
		num_0_C = num_0_all[4];
		num_0_D = num_0_all[3];
		num_0_E = num_0_all[2];
		num_0_F = num_0_all[1];
		num_0_G = num_0_all[0];
		num_1_A = num_1_all[6];
		num_1_B = num_1_all[5];
		num_1_C = num_1_all[4];
		num_1_D = num_1_all[3];
		num_1_E = num_1_all[2];
		num_1_F = num_1_all[1];
		num_1_G = num_1_all[0];
	end
	always @ (winner) begin
		case (winner)
			2'b01: begin
				ssd_w_offset_x = 150;
				ssd_w_offset_y = 230;
				ssd_i_offset_x = 180;
				ssd_i_offset_y = 230;
				ssd_n_offset_x = 190;
				ssd_n_offset_y = 230;			
			end
			2'b10: begin
				ssd_w_offset_x = 424;
				ssd_w_offset_y = 230;
				ssd_i_offset_x = 454;
				ssd_i_offset_y = 230;
				ssd_n_offset_x = 464;
				ssd_n_offset_y = 230;				
			end
			2'b00: begin
				ssd_w_offset_x = 150;
				ssd_w_offset_y = 230;
				ssd_i_offset_x = 180;
				ssd_i_offset_y = 230;
				ssd_n_offset_x = 190;
				ssd_n_offset_y = 230;					
			end
		endcase
	end
	always @ (posedge clk) begin
		if (paddle_0 || paddle_1) begin	 
			R = {invis_switch, invis_switch, invis_switch};
			G = {invis_switch, invis_switch, invis_switch};
			B = {invis_switch, invis_switch};
		end
		else if (ssd_n_1 || ssd_n_2 || ssd_n_3 || ssd_w_1 || ssd_w_2 || ssd_w_3 || ssd_w_4 || ssd_i_1 || ball || frame_t || frame_b || ssd_0_A || ssd_0_B || ssd_0_C || ssd_0_D || ssd_0_E || ssd_0_F || ssd_0_G|| ssd_1_A || ssd_1_B || ssd_1_C || ssd_1_D || ssd_1_E || ssd_1_F || ssd_1_G) begin
			R = 3'b111;
			G = 3'b111;
			B = 2'b11;
		end
		else begin	 
			R = 0;
			G = 0;
			B = 0;
		end
	end
endmodule
File: /design/flow/run.sh
#!/bin/bash
# OpenROAD 26Q1-2900-gdf79404cd8, Yosys 0.63+post, stock flow scripts
make -C /OpenROAD-flow-scripts/flow DESIGN_CONFIG=/design/flow/config.mk WORK_HOME=/design/flow/orfs finish
File: /design/flow/config.mk
export PLATFORM = sky130hd
export DESIGN_NAME = vga_display
export DESIGN_NICKNAME = vga_display
export VERILOG_FILES = /design/flow/design.v
export SDC_FILE = /design/flow/constraint.sdc
export NUM_CORES = 4
export LEC_CHECK = 1
export CORE_UTILIZATION = 50
File: /design/flow/constraint.sdc
current_design vga_display

set clk_period 9.1
set clk_io_pct 0.2

create_clock -name clk0 -period $clk_period [get_ports {clk}]

set non_clock_inputs [all_inputs -no_clocks]
set_input_delay [expr $clk_period * $clk_io_pct] -clock clk0 $non_clock_inputs
set_output_delay [expr $clk_period * $clk_io_pct] -clock clk0 [all_outputs]
==> metrics.csv <==
metric,value,unit
die width,157,um
Comb area,10300,um2
ANT cells,0,
GRT Util Overall,0.284,
Post-CTS Resized,0,
mean post-synth cell area,8.08,um2
PD cells,26.2,nW/um2
detailed placement HPWL,27800,um
RSZ-0062 raised after global routing,false,
worst-path cell chain,clkdlybuf4s50_1 -> ha_1 -> fa_1 -> a21o_1 -> a21oi_1 -> o21bai_1 -> a21oi_1 -> nor3_1 -> xnor2_1 -> ha_1 -> nand4_1 -> nor2_1 -> a31oi_1 -> a2bb2oi_1 -> a21oi_1 -> a32oi_1 -> nand4_1 -> a2111oi_2 -> a21oi_1,
post-CTS setup buffer count,0,
tool warnings,91,
worst r2r path cells,7,
drt pass-1 iters,5,
met1 Use GR,0.431,
final setup vio count,0,
Final period util,0.603,
Avg WL per Cell,17.8,um
GRT met2 Usage,0.441,
endpoints left unconstrained,29,
final weighted congestion in routability-driven placement,0.958,
Crit path depth,19,
maximum clock frequency,182,MHz
Fin. Hold Viols,0,
AO/OA Area Share,0.208,
CTS root buf,clkbuf_16,
Worst setup SP type,input pin,
layer with the highest usage,met2,
Slew HR,0.464,
Worst-Margin Slew,803,ps
ys flop type,dfxtp_1,
vias in the first global route,10086,
number of placed I/O pins,66,
fp_density,0.511,
Hold Crit Depth,0,
max incr delay on CP,440,ps
kind of end point of the critical path,flip-flop,
clk_skew,6.30,ps
routing usage on met3,0.0423,
hold slack final,363,ps
Synth async-reset ratio,0,
share of layout cells above drive strength 1,0.0292,
first-pass GRT wire length,53500,um
Unique masters post-synth,82,
setup TNS,0,ps
Top cell area share,0.294,
CTS tree,yes,
Reg area,891,um2
Setup CP Type,in2reg,
fill count,2254,
Via Count,10695,
Yosys chip area,12000,um2
CP max-delay cell,clkdlybuf4s50_1,
DRC viols,0,
Vias/cell,5.74,
Max Fanout on Critical Path,3,
Synth Instances,1488,
# Cells Yosys,1488,
register pins left without a clock,27,
status,completed,
Worst EP arrival,5620,ps
"CTS clk-pin slew, worst paths",60,ps
Top non-seq family,adder cells,
maximum vdd drop,69.8,uV
Mapped Area,12000,um2
area of the die,24700,um2
Final ANT Viol Nets,0,
H-tree depth,1,
Area Overhead vs Synth,9.36,%
die y size,157,um
Pleak,0.00637,uW
cell family with most CP delay,AND-OR/OR-AND gates,
count of library flops with an enable pin,0,
cells taking the most area after synthesis,"ha_1 29%, fa_1 9.0%, dfxtp_1 7.2%",
WL final,33200,um
"Hold-fix buffers, CTS",0,
"XOR Share, Synth",0.0764,
final core occ,0.559,
YS warnings,2,
Final min period,5490,ps
Critical Path RT,9230,ps
Port Buffers,65,
DR iter-0 viols,673,
pin count of the biggest net entering global routing,26,
Min-Delay Path Class,reg2reg,
Worst Path Buf+Inv,1,
initial antenna violation count,0,
cell taking the most area after synthesis,ha_1,
core area,23500,um2
cell repeated most along the worst path,a21oi_1,
row cnt,56,
max_cap viols,0,
Mux area share,0.00770,
grt ovf,0,
Yosys reg bits,45,
final max-slew violation count,0,
simple share,0.180,
worst skew pair latency,250,ps
clk buf depth,2,
R2R setup slack,7190,ps
cts bufs inserted,3,
"FA/HA/MAJ Cells, Area Fraction",0.384,
## state kept, by name, indices dropped and copies added (netlist names), 2 cells and up
register and flops:
vc.hcounter 11, vc.vcounter 11, count 2, ssd_w_offset_x 2
## cell usage after synthesis (all sizes together) (21+ instances only)
cell type / count
nor2b: 21
a21oi: 72
dfxtp: 43
nand2: 74
nand2b: 26
nor2: 92
nand4: 33
o21a: 26
xnor2: 74
fa: 54
o21ai: 68
nand3: 55
ha: 283
xor2: 30
inv: 180
clkbuf: 23
a21o: 31
nor3: 29
## layer usage
metal / vias up / routed length [um]
met1: 4898 / 16400
met4: 0 / 532
met2: 289 / 14300
li1: 5477 / -
met3: 31 / 1940
met5: - / 0
## where the power goes
group	switching [uW]	total (uW)	internal [uW]
logic	82.1	160	77.7
clock network	32.6	99.6	67.0
registers	1.95	85.5	83.6
total	117	345	228
## through the flow
stage	worst slack, ps	std cells	cell area [um2]	total power [uW]
final	3610	1862	13200	345
after floorplan	4160	1488	12000	190
after CTS	3570	1862	13200	345
after global placement	3470	1858	13100	245
after global routing	3130	1862	13200	373
after detailed placement	3340	1858	13100	247
## logic make-up after synthesis
group / Yosys count
flops: 43
latches: 2
simple gates: 416
xor+xnor: 104
buf+inv: 214
compound gates: 363
mux: 9
fa+ha+maj: 337
## path summary, 6_finish.rpt
check                   startpoint           endpoint
setup / recovery    paddlewidth[0]       R[1]$_DFF_P_
hold / removal    count[1]$_DFF_P_  clk_25Mhz$_DFF_P_
setup reg to reg   num_1_G$_DFF_P_       R[1]$_DFF_P_
hold reg to reg   count[1]$_DFF_P_  clk_25Mhz$_DFF_P_
## area by class of cell
type	instances	area share
inverter	181	0.0517
tap	319	0.0303
sequential	45	0.0677
timing repair buffer	84	0.0603
multi-input combinational	1229	0.783
clock buffer	4	0.00675
## layout by cell type, fill, tap and decap left out, types with 21 or more instances in the layout
cell and count:
inv_1 178, nand2b_1 26, ha_1 283, xnor2_1 73
nand4_1 33, clkdlybuf4s50_1 65, xor2_1 30, nand3_1 55
o21ai_0 68, o21a_1 26, nor2_1 92, nor3_1 29
dfxtp_1 43, fa_1 54, a21oi_1 71, nor2b_1 21
a21o_1 31, nand2_1 74
Power is estimated from default activity; no workload was simulated.
