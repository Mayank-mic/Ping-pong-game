===== /design/flow/design.v =====
module all(
	input clk,clk_1ms,reset,
	input [9:0] x, y,
	output ball_on,
	output [11:0] rgb_ball,
	input [9:0] x_paddle1, x_paddle2, y_paddle1, y_paddle2,
	output reg [3:0]  p1_score, p2_score,
	input [1:0] game_state
	);
	localparam H_ACTIVE	= 640;
	localparam V_ACTIVE	= 480;
	localparam ball_width = 16;  
	localparam ball_height = 16; 
	localparam paddlewidth = 16;
	localparam paddleheight = 80;
	integer dx = 1, dy = 1;
	reg [9:0] x_ball, y_ball;
	always @ (posedge clk_1ms)
	begin
		if(!reset)
		begin
			x_ball <= H_ACTIVE/2;
			y_ball <= V_ACTIVE/2;
			p1_score <= 0;
			p2_score <= 0;	
		end
		else if (game_state == 2'b01)
		begin
			if (y_ball == (ball_height/2)+1) 
				dy = dy*-1;
			if (y_ball == (V_ACTIVE-(ball_height/2)-1)) 
				dy = dy*-1;
			if (x_ball > (x_paddle2-ball_width/2) && y_ball > (y_paddle2 - paddleheight/2) && y_ball < (y_paddle2 + paddleheight/2))
				dx = dx*-1;
			if (x_ball < (x_paddle1+ball_width/2) && y_ball > (y_paddle1 - paddleheight/2) && y_ball < (y_paddle1 + paddleheight/2))
				dx = dx*-1;
			if (x_ball == (H_ACTIVE -ball_width/2)) 
			begin 
				x_ball <= H_ACTIVE/2;
				y_ball <= V_ACTIVE/2;
				dy = dy*-1;
				dx = dx*-1; 
				p1_score <= p1_score+1;
			end
			else if (x_ball == 0) 
			begin 
				x_ball <= H_ACTIVE/2;
				y_ball <= V_ACTIVE/2;
				dy = dy*-1;
				dx = dx*-1;
				p2_score <= p2_score+1;
			end
			else
			begin
				x_ball <= x_ball + dx;
				y_ball <= y_ball - dy;	
			end
		end
		else  
		begin
			x_ball <= x_ball;
			y_ball <= y_ball;
		end	
	end
	assign ball_on = (x >= x_ball-(ball_width/2) && x <= x_ball+(ball_width/2) && y >= y_ball-(ball_height/2) && y <= y_ball+(ball_height/2))?1:0;
	assign rgb_ball = 12'b111111111111; 
endmodule

===== /design/flow/run.sh =====
#!/bin/bash
# OpenROAD 26Q1-2900-gdf79404cd8, Yosys 0.63+post, stock flow scripts
make -C /OpenROAD-flow-scripts/flow DESIGN_CONFIG=/design/flow/config.mk WORK_HOME=/design/flow/orfs finish

===== /design/flow/config.mk =====
export PLATFORM = sky130hd
export DESIGN_NAME = all
export DESIGN_NICKNAME = all
export VERILOG_FILES = /design/flow/design.v
export SDC_FILE = /design/flow/constraint.sdc
export NUM_CORES = 4
export LEC_CHECK = 1
export CORE_UTILIZATION = 50

===== /design/flow/constraint.sdc =====
current_design all

set clk_period 10.7
set clk_io_pct 0.2

create_clock -name clk0 -period $clk_period [get_ports {clk_1ms}]

set non_clock_inputs [all_inputs -no_clocks]
set_input_delay [expr $clk_period * $clk_io_pct] -clock clk0 $non_clock_inputs
set_output_delay [expr $clk_period * $clk_io_pct] -clock clk0 [all_outputs]

==> notes.md <==
The following summarizes the physical implementation.

Run status
The flow ran to the end, and the final reports show no timing, DRC or antenna violations.

Setup path
The slowest stage of the critical path belongs to the cell clkdlybuf4s50_1. The data arrival time of the worst path is 5.15 ns. For reference, the critical path cell chain is clkdlybuf4s50_1 > ha_1 > nor2b_1 > o21a_1 > o21a_1 > o21a_1 > o21ai_0 > a21oi_1 > o41ai_1 > o41ai_1 > a2111oi_0 > clkdlybuf4s50_1. The most used cell along the critical path is o21a_1. On the critical path the largest part of the delay comes from AND-OR/OR-AND gates.

Per the post-run analysis, buffers plus inverters along the critical path come to 2. Along the worst path, the maximum fanout reaches 2. The critical path endpoint category is an output pin. The nature of the critical path startpoint is an input pin. The required time reported for the critical path endpoint is 8.56 ns. The delay of the slowest cell on the worst path is 0.56 ns. The setup path with the least slack is of type input pin to output pin.

Final layout
The area added between synthesis and finish is 15.77%. Leaving out fill and tap cells, the most frequent cells in the layout are 111 x ha_1, 72 x clkdlybuf4s50_1, 65 x xor2_1. The most common cell after layout, fill and taps aside is ha_1. The share of cells above drive strength 1 is 0.03301.

Clock network
The number of H-tree levels is 2. TritonCTS built the clock tree. As reported, the later end of the worst-skew pair has a clock insertion delay of 0.28 ns. The post-CTS repair timing setup buffer count is 0. CTS placed an instance of clkbuf_16 at the clock tree root. The clock drives about 46 sinks.

Buffers inserted during clock tree synthesis total 5. The clock passes through at most 2 buffers. Looking at the worst setup and hold paths, the clock pins of their registers show a slew of 0.06 ns.

The number of buffers inserted for hold repair after clock tree synthesis is 0. Post-CTS repair ended up resizing 0 cells.

Synth
The fraction of the yosys area taken by sequential cells is 0.1935. Counting flops with an async set or reset pin after synthesis yields a share of 0. By area the synthesized netlist is led by ha_1 24%, xor2_1 10%, dfxtp_1 9.9%, edfxtp_1 9.5%, xnor2_1 6.2%. The cell taking the most area after synthesis is ha_1. The post-synthesis cell area is 5689 µm². The area figure in the yosys stat output is 5689 µm². The synthesized design contains 46 register bits. In the synthesized netlist the dominant register cell turns out to be dfxtp_1. The number of cells in Yosys stat is 669. The area fraction of the largest cell type after synthesis is 0.2441. For reference, the post-synthesis area per instance comes to 8.504 µm². The synthesized design contains 18 enable-type register cells. The yosys synthesis warning count is 1. The count of cell types in the netlist is 66. The instance tally after logic synthesis is about 670.

Die
Per the OpenROAD floorplan log, the height of the die is 108.7 µm. The share of the core filled by cells before placement is 0.5180. The die is 108.7 µm wide. The chip occupies roughly 12,000 µm². The number of rows in the core area is 38. For this design the top-level I/O count stands at 86. The core area is 10,980 µm².

Placed design
The routability congestion estimate is 0.8837. The estimated wirelength of the detail-placed design is just over 10,000 µm. Buffers placed on the I/O ports in this run total 72. Before CTS, the worst setup slack after placement is 3.268 ns.

Final timing
The highest achievable clock rate is 137.1 MHz. The clock arrives with 0.006059 ns of skew. The number of hold violations in the final report is 0. The smallest clock period supported by the final layout is computed as 7.294 ns.

The hold slack is 0.5133 ns. The number of pins with negative max-slew slack in the final report is 0. Across all checked pins, the minimum headroom to the slew limit is 0.4413. Setup repair after global routing left no endpoint under its margin. The setup slack after layout is between 3 and 4 ns. The period utilization is 0.6817. At the pin with the least slew margin, the transition time is between 0.8 and 0.9 ns.

The final setup violation count is 0. For the final routed database, the setup TNS stands at 0 ns.

Min path
In this run the worst hold path is classified as flip-flop to flip-flop.

Pwr
The analysis attributes to cell leakage a power of 2.784 nW. The power density over the cells is 128.6 nW/µm². The completed layout was analyzed and its total power is between 800 and 900 µW.

The worst IR drop on VDD is 0.0001587 V.

Route
The first-pass iteration count of the detailed router is 4. The antenna cell count is 0. TritonRoute output was used to compute an average wire per cell of roughly 15 µm. The aggregate routed wire length is 12,620 µm. In the routed layout, each cell is associated on average with a via count of roughly 5.5. The DRC marker count from the first detailed-route iteration is 148.

For this block, the via count after detailed routing is 4,757. In this run the remaining antenna-violating nets after routing total 0. The detailed-route DRC error count is 0.

GRT
The initial antenna violation count came to 0. After global routing the overflow that remains totals 0. Entering global routing, the biggest net connects 26 pins.

In the global route stage, overall resource usage came out at 0.2283. The first global-routing pass estimated 21,000 µm of wire. The via count of the first global-routing pass came to 4,464.

Job
The tool warning count is 31. The tally of max-capacitance violations is 0.
==> flip-flops by register name, indices dropped and copies added (netlist names) <==
| signal | count |
|---|---|
| x_ball | 10 |
| dy | 9 |
| y_ball | 10 |
| dx | 9 |
| p2_score | 4 |
| p1_score | 4 |
==> layout make-up <==
cell class                      count  area, µm²
Timing Repair Buffer               76      750.7
Tap cell                          140      175.2
Clock buffer                        6      128.9
Clock inverter                      2      10.01
Fill cell                         950       4397
Sequential cell                    46       1101
Inverter                           42      157.7
Multi-Input combinational cell    555       4263
==> metrics by stage <==
step | cells | cell area, µm² | utilization
after floorplan | 680 | 5731 | -
after global placement | 859 | 6447 | 0.5870
after detailed placement | 859 | 6447 | 0.5870
after CTS | 867 | 6586 | 0.5997
after global routing | 867 | 6586 | 0.5997
final | 867 | 6586 | 0.5997
==> Yosys cell counts, types with 3 or more instances <==
library cell	n
a21o_1	8
nor2_1	50
xor2_1	65
edfxtp_1	18
a21oi_1	40
a31oi_1	6
and3_1	5
or4_1	3
o21bai_1	4
nor2b_1	8
buf_2	5
o22ai_1	6
xnor2_1	40
o21ai_1	3
nand4_1	14
nor3_1	16
a211oi_1	3
nand2b_1	7
ha_1	111
nor4_1	6
a2111oi_0	3
or3_1	3
nand2_1	42
o21a_1	12
and4_1	3
nand3_1	19
buf_4	13
inv_1	41
clkbuf_1	17
dfxtp_1	28
o21ai_0	23
==> layer usage <==
layer  vias to the layer above  wire, µm  GRT usage
li1                       2487         -          -
met1                      2170      6274     0.3553
met2                        91      5552     0.3671
met3                         9       656    0.01706
met4                         0       133    0.02220
met5                         -         0          0
==> cell families (layout without fill, tap and decap cells) <==
kind of cell | count (synthesis) | in the layout | share of synthesized area
AND-OR/OR-AND | 134 | 134 | 0.1518
XOR/XNOR | 107 | 107 | 0.1713
adder cells (fa/ha/maj) | 113 | 113 | 0.2512
buffers and inverters | 79 | 126 | 0.06444
flip-flops | 46 | 46 | 0.1935
multiplexers | 1 | 1 | 0.001759
other | 1 | 12 | 0.0006591
AND/OR/NAND/NOR | 188 | 188 | 0.1654
==> path summary, 6_finish.rpt <==
path / to / cells after the start / slack, ns / from
setup / recovery: ball_on / 12 / 3.41 / x[1]
setup reg to reg: x_ball[9]$_SDFFE_PN0N_ / 18 / 5.71 / y_ball[6]$_SDFFE_PN1N_
hold reg to reg: p1_score[1]$_SDFFE_PN0P_ / 2 / 0.51 / p1_score[1]$_SDFFE_PN0P_
hold / removal: p1_score[1]$_SDFFE_PN0P_ / 2 / 0.51 / p1_score[1]$_SDFFE_PN0P_
==> report_power, final <==
part | switching [mW] | internal [mW]
Clock | 0.0593 | 0.0857
Combinational | 0.227 | 0.221
Sequential | 0.0483 | 0.205
Total | 0.335 | 0.512
==> tightest hold or removal path, cell delays in order, from the launching register on <==
cell     delay (ns)
dfxtp_1        0.33
o21ai_0        0.07
a21oi_1        0.06
No activity file was given, so power comes from the tool's default toggle rates.
